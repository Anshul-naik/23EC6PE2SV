--- ./run.sh ---
#!/bin/bash
# OpenROAD 26Q1-2900-gdf79404cd8, Yosys 0.63+post, stock flow scripts
make -C /OpenROAD-flow-scripts/flow DESIGN_CONFIG=/design/flow/config.mk WORK_HOME=/design/flow/orfs finish
--- ./config.mk ---
export PLATFORM = sky130hd
export DESIGN_NAME = alu
export DESIGN_NICKNAME = alu
export VERILOG_FILES = /design/flow/design.v
export SDC_FILE = /design/flow/constraint.sdc
export NUM_CORES = 4
export LEC_CHECK = 1
export CORE_AREA = 10 10 70 70
export DIE_AREA = 0 0 80 80
--- ./design.v ---
typedef enum bit [1:0] { ADD, SUB, AND, OR } opcode_e;
module alu (
    input  logic   [7:0] a,
    input  logic   [7:0] b,
    input  opcode_e      op,
    output logic   [7:0] y
);
    always_comb begin
        case (op)
            ADD: y = a + b;
            SUB: y = a - b;
            AND: y = a & b;
            OR : y = a | b;
            default: y = 8'h00;
        endcase
    end
endmodule
--- ./constraint.sdc ---
current_design alu

set clk_period 4.8
set clk_io_pct 0.2

create_clock -name clk0 -period $clk_period

set non_clock_inputs [all_inputs -no_clocks]
set_input_delay [expr $clk_period * $clk_io_pct] -clock clk0 $non_clock_inputs
set_output_delay [expr $clk_period * $clk_io_pct] -clock clk0 [all_outputs]
==> metrics.txt <==
# HELP chip_impl_metric Physical implementation figures
# TYPE chip_impl_metric gauge
chip_impl_info{name="most_frequent_logic_cell_in_the_layout",value="sky130_fd_sc_hd__clkdlybuf4s50_1"} 1
chip_impl_metric{name="drt_pass1_iterations",unit=""} 4
chip_impl_info{name="start_kind",value="input pin"} 1
chip_impl_info{name="largest_area_cell",value="sky130_fd_sc_hd__ha_1"} 1
chip_impl_metric{name="grt_util_met2",unit="%"} 9.95
chip_impl_metric{name="p_sw_share",unit="%"} 42.2
chip_impl_metric{name="warnings",unit=""} 34
chip_impl_metric{name="tmin_final",unit="ns"} 4.60
chip_impl_metric{name="postSynthAreaPerCell",unit="um^2"} 7.42
chip_impl_metric{name="max-vdd-ir-drop",unit="uV"} 41.3
chip_impl_metric{name="fa_ha_area_share",unit="%"} 27.7
chip_impl_metric{name="setup_viol",unit=""} 0
chip_impl_metric{name="grt_antenna_before_repair",unit=""} 0
chip_impl_metric{name="die_y",unit="um"} 80
chip_impl_metric{name="grt_pass1_vias",unit=""} 724
chip_impl_info{name="run_status",value="complete, no violations"} 1
chip_impl_metric{name="worstPathArrival",unit="ns"} 3.64
chip_impl_info{name="worst_path_max_delay_cell",value="sky130_fd_sc_hd__clkdlybuf4s50_1"} 1
chip_impl_metric{name="design.die.area",unit="mm^2"} 0.00640
chip_impl_info{name="top_cells_by_area",value="sky130_fd_sc_hd__ha_1, sky130_fd_sc_hd__xnor2_1, sky130_fd_sc_hd__maj3_1, sky130_fd_sc_hd__o21ai_0, sky130_fd_sc_hd__inv_1"} 1
chip_impl_metric{name="antenna_violating_nets_post_route",unit=""} 0
chip_impl_metric{name="flops",unit=""} 0
chip_impl_metric{name="clock_buffer_count",unit=""} 0
chip_impl_metric{name="yosys-mux-area-fraction",unit="%"} 5.56
chip_impl_metric{name="place_ws",unit="ns"} 0.0125
chip_impl_metric{name="path_buffers",unit=""} 2
chip_impl_metric{name="synthSimpleGateAreaFrac",unit="%"} 21.6
chip_impl_metric{name="core_area",unit="mm^2"} 0.00342
chip_impl_info{name="topCombFamilyByArea",value="adder cells"} 1
chip_impl_metric{name="area_delta_synth_final",unit="%"} 58.7
chip_impl_metric{name="use_met1",unit="%"} 8.41
chip_impl_info{name="category_of_the_worst_setup_path_capture_point",value="output port"} 1
chip_impl_metric{name="synth_cell_type_count",unit=""} 33
chip_impl_metric{name="slew_headroom",unit="%"} 82.3
chip_impl_metric{name="worst_slack",unit="ns"} 0.199
chip_impl_metric{name="finalCritPeriodShare",unit="%"} 95.9
chip_impl_metric{name="post_synth_inst_count",unit=""} 100
chip_impl_metric{name="worst-path-max-fanout",unit=""} 4
chip_impl_metric{name="route.detailed.vias_per_inst",unit=""} 4.34
chip_impl_metric{name="floorplan.io_pins",unit=""} 26
chip_impl_metric{name="final_max_slew_viol_count",unit=""} 0
chip_impl_metric{name="route.antenna.diode_count",unit=""} 0
chip_impl_metric{name="hold_viol",unit=""} 0
chip_impl_metric{name="global_route.usage.total",unit="%"} 5.97
chip_impl_info{name="min-delay-path-class",value="in -> out"} 1
chip_impl_metric{name="worstPathRequired",unit="ns"} 3.84
chip_impl_metric{name="power.total",unit="mW"} 0.162
chip_impl_info{name="grt_busiest_layer",value="met2"} 1
chip_impl_metric{name="detailedPlacementHpwl",unit="mm"} 1.70
chip_impl_info{name="cpLargestDelayFamily",value="buffers and inverters"} 1
chip_impl_metric{name="pin_slew_with_the_least_headroom_to_its_limit",unit="ns"} 0.265
chip_impl_metric{name="layout.area.seq",unit="um^2"} 0
chip_impl_metric{name="drt_first_iter_violations",unit=""} 57
chip_impl_metric{name="p_comb_share",unit="%"} 100.0
chip_impl_metric{name="fmaxAchievable",unit="MHz"} 217
chip_impl_metric{name="synth_top_area_share",unit="%"} 16.9
chip_impl_metric{name="leakage",unit="nW"} 0.512
chip_impl_metric{name="seqPwrFrac",unit="%"} 0
chip_impl_metric{name="die-width",unit="um"} 80
chip_impl_metric{name="fraction_of_the_mapped_netlist_area_in_compound_gates",unit="%"} 21.4
chip_impl_metric{name="yosysCellCount",unit=""} 100
chip_impl_metric{name="share_of_final_layout_standard_cells_stronger_than_drive_strength_1",unit="%"} 20.1
chip_impl_metric{name="routed_wirelength",unit="mm"} 2.01
chip_impl_metric{name="yosys_warnings",unit=""} 1
chip_impl_info{name="crit_path_cell_trace",value="clkdlybuf4s50_1 > nor3_2 > nor2_1 > xnor2_1 > ha_1 > a21o_1 > nand2_2 > nand3b_1 > a21oi_2 > mux2i_1 > o311a_1 > clkdlybuf4s50_1"} 1
chip_impl_metric{name="critical_path.max_stage_delay",unit="ns"} 0.50
chip_impl_info{name="lay_top_cells",value="sky130_fd_sc_hd__clkdlybuf4s50_1, sky130_fd_sc_hd__buf_4, sky130_fd_sc_hd__xnor2_1, sky130_fd_sc_hd__ha_1, sky130_fd_sc_hd__inv_1"} 1
chip_impl_info{name="critical_path_class",value="in -> out"} 1
chip_impl_metric{name="synth-area-yosys",unit="um^2"} 742
chip_impl_metric{name="internal-power",unit="mW"} 0.0938
chip_impl_metric{name="power-per-cell-area",unit="mW/mm^2"} 138
chip_impl_metric{name="cts.hold.buffers_added",unit=""} 0
chip_impl_metric{name="initCoreUtil",unit="%"} 21.7
chip_impl_metric{name="maxCapViolations",unit=""} 0
chip_impl_metric{name="drcViolationCount",unit=""} 0
chip_impl_metric{name="grt_start_max_net_pins",unit=""} 18
chip_impl_metric{name="row_count",unit=""} 21
chip_impl_metric{name="tns",unit="ns"} 0
chip_impl_metric{name="fillerInstances",unit=""} 357
chip_impl_metric{name="grt_overflow_total",unit=""} 0
chip_impl_metric{name="yosys.stat.seqShare",unit="%"} 0
chip_impl_metric{name="cell_area_after_synthesis",unit="um^2"} 742
chip_impl_info{name="cpMostUsedCell",value="sky130_fd_sc_hd__clkdlybuf4s50_1"} 1
chip_impl_metric{name="met3_track_utilization_from_global_routing",unit="%"} 0.795
chip_impl_metric{name="grt_first_pass_wirelength",unit="mm"} 3.25
chip_impl_metric{name="xor_share",unit="%"} 14.2
chip_impl_metric{name="route.detailed.wl_per_inst",unit="um"} 11.2
chip_impl_metric{name="num_vias",unit=""} 782
chip_impl_metric{name="clock_power_share",unit="%"} 0
chip_impl_metric{name="buffer_ports.inserted",unit=""} 26
chip_impl_metric{name="place_congestion",unit=""} 0.818
chip_impl_metric{name="net-switching-power",unit="mW"} 0.0686
chip_impl_metric{name="whs",unit="ns"} 2.86
power groups by stage:
| stage | clock network (mW) | registers (mW) | logic [mW] |
|---|---|---|---|
| 4_1_cts | 0 | 0 | 0.149 |
| 5_1_grt | 0 | 0 | 0.181 |
| 6_report | 0 | 0 | 0.162 |
synth_stat cells:
cell type,instances
sky130_fd_sc_hd__a2111oi_2,1
sky130_fd_sc_hd__a21o_1,2
sky130_fd_sc_hd__a21oi_1,6
sky130_fd_sc_hd__a31o_4,1
sky130_fd_sc_hd__a31oi_1,2
sky130_fd_sc_hd__and3_2,1
sky130_fd_sc_hd__buf_6,3
sky130_fd_sc_hd__clkbuf_1,1
sky130_fd_sc_hd__fa_1,1
sky130_fd_sc_hd__ha_1,10
sky130_fd_sc_hd__inv_1,9
sky130_fd_sc_hd__maj3_1,6
sky130_fd_sc_hd__mux2_2,1
sky130_fd_sc_hd__mux2i_1,3
sky130_fd_sc_hd__nand2_1,9
sky130_fd_sc_hd__nand2b_1,1
sky130_fd_sc_hd__nand3_1,1
sky130_fd_sc_hd__nand3_2,1
sky130_fd_sc_hd__nand3b_1,1
sky130_fd_sc_hd__nand4_1,1
sky130_fd_sc_hd__nor2_1,8
sky130_fd_sc_hd__nor2b_1,1
sky130_fd_sc_hd__nor2b_4,1
sky130_fd_sc_hd__nor3_1,4
sky130_fd_sc_hd__nor3b_1,1
sky130_fd_sc_hd__nor4_1,1
sky130_fd_sc_hd__o2111ai_1,1
sky130_fd_sc_hd__o211ai_1,1
sky130_fd_sc_hd__o21ai_0,7
sky130_fd_sc_hd__o21bai_1,1
sky130_fd_sc_hd__o311a_1,1
sky130_fd_sc_hd__xnor2_1,10
sky130_fd_sc_hd__xor2_1,2
metrics by stage:
step	util [%]	std cells	instance area (um^2)
global route	34.5	180	1180
floorplan	-	100	742
finish	34.5	180	1180
detailed placement	32.1	178	1100
global placement	32.1	178	1100
CTS	32.1	178	1100
kinds of logic (layout without fill, tap and decap cells):
family,after synthesis,count (layout)
compound gates,23,23
fa+ha+maj,17,17
mux,4,4
xor+xnor,12,12
buf+inv,13,47
simple gates,31,31
final cells by class:
class	count	area (um^2)	share of cell area, %
Inverter	9	33.8	2.87
Multi-Input combinational cell	87	722	61.3
Tap cell	46	57.6	4.89
Timing Repair Buffer	38	364	30.9
layer usage:
metal / vias up / share of wire [%]
met1: 343 / 52
met4: 0 / 0
met5: - / 0
met3: 0 / 4.9
li1: 423 / -
met2: 16 / 43
worst paths after layout:
path                  cells after the start  slack (ns)   from  endpoint
worst max-delay path                     12        0.20   b[2]      y[7]
worst min-delay path                      5        2.86  op[0]      y[0]
timing repair:
| item | 4_1_cts | 5_1_grt |
|---|---|---|
| gates resized | 0 | 16 |
| pin swaps | 1 | 6 |
| setup endpoints to repair | 1 | 3 |
| buffers inserted | 0 | 2 |
Power is estimated from default activity; no workload was simulated.
