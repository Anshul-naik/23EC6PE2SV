--- flow/design.v ---
module dual_port_ram #(
  parameter DATA_WIDTH = 8,
  parameter ADDR_WIDTH = 8
)(
  input  logic                  clk,
  input  logic                  wr_en_a,
  input  logic [ADDR_WIDTH-1:0] addr_a,
  input  logic [DATA_WIDTH-1:0] data_in_a,
  input  logic                  rd_en_b,
  input  logic [ADDR_WIDTH-1:0] addr_b,
  output logic [DATA_WIDTH-1:0] data_out_b
);
  logic [DATA_WIDTH-1:0] mem [2**ADDR_WIDTH];
  always_ff @(posedge clk) begin
    if (wr_en_a) begin
      mem[addr_a] <= data_in_a;
    end
  end
  always_ff @(posedge clk) begin
    if (rd_en_b) begin
      data_out_b <= mem[addr_b];
    end
  end
endmodule
--- flow/run.sh ---
#!/bin/bash
# OpenROAD 26Q1-2900-gdf79404cd8, Yosys 0.63+post, stock flow scripts
make -C /OpenROAD-flow-scripts/flow DESIGN_CONFIG=/design/flow/config.mk WORK_HOME=/design/flow/orfs finish
--- flow/config.mk ---
export PLATFORM = sky130hd
export DESIGN_NAME = dual_port_ram
export DESIGN_NICKNAME = dual_port_ram
export VERILOG_FILES = /design/flow/design.v
export SDC_FILE = /design/flow/constraint.sdc
export NUM_CORES = 4
export LEC_CHECK = 1
export CORE_UTILIZATION = 40
--- flow/constraint.sdc ---
current_design dual_port_ram

set clk_period 6.9
set clk_io_pct 0.2

create_clock -name clk0 -period $clk_period [get_ports {clk}]

set non_clock_inputs [all_inputs -no_clocks]
set_input_delay [expr $clk_period * $clk_io_pct] -clock clk0 $non_clock_inputs
set_output_delay [expr $clk_period * $clk_io_pct] -clock clk0 [all_outputs]
==> out/qor.csv <==
stage,metric,value,unit
outcome,outcome,finished clean,
worst_setup_path,r2r_slack,4.02,ns
yosys,top_cells_by_area,"edfxtp_1 78%, mux4_2 13%, mux2i_1 1.7%, nor2_1 1.3%, a22oi_1 1.3%",
sta,min_period,4.44,ns
worst_setup_path,r2r_end,data_out_b[1],
drt,firstDrtPassIters,6,
worst_setup_path,slowest_delay,0.96,ns
worst_setup_path,arrival,4.99,ns
worst_setup_path,cp-end-kind,flop,
cts,clock_latency,0.83,ns
yosys,syn_avg_cell_area,21.3,sq um
worst_setup_path,cp.depth,9,
floorplanning,pin_count,35,
worst_setup_path,endpoint,data_out_b[4],
yosys,ys_warn_count,1,
yosys,syn_inst,3733,
global_routing,antenna_found_initial,7,
place,port_buffers,34,
global_routing,grt_pass1_wl,288000,um
worst_setup_path,r2r_start,mem[71][1],
pwr,leakagePower,27.5,nW
sta,skew,0.0391,ns
sta,hold_viol_final,0,
cts,cts_resized,0,
cts,cts_setup_buffers,0,
worst_setup_path,slowest_stage,nor4_1,
yosys,ys_chip_area,0.0796,sq mm
global_routing,grtUsageTotal,22.1,%
place,gp_congestion,0.941,
sta,finalSetupTns,0,ns
cts,clockBufferDepth,3,
final_layout,final_cells,6719,
drt,drtAntennaViolNets,0,
final_layout,drive_gt1_share,23.1,%
cts,htreeDepth,4,
sta,period_used_share,64.4,%
worst_setup_path,crit_family,simple AND/OR/NAND/NOR gates,
floorplanning,coreArea,0.198,sq mm
drt,totalWireLength,199000,um
drt,remaining_drc_errors,0,
floorplanning,chipArea,0.201,sq mm
yosys,flop_cell,edfxtp_1,
cts,cts_root_buf,clkbuf_16,
global_routing,grt_start_max_net_pins,121,
final_layout,syn_to_final_growth,12.8,%
drt,initialDrtViolationCount,2529,
cts,path_clk_slew,0.06,ns
worst_setup_path,r2r_cells,5,
global_routing,grt_overflow,0,
cts,numCtsBuffers,204,
cts,cts_num_sinks,2056,
worst_setup_path,critical_path_class,in -> reg,
yosys,enable_flop_cells,2056,
worst_setup_path,crit_path_start_kind,input port,
hold_path,hp-class,in -> reg,
sta,whs,0.968,ns
worst_setup_path,worstSetupStartpoint,addr_b[1],
sta,relSlewSlack,26.5,%
drt,viasPerCell,5.67,
worst_setup_path,critPathMaxFanout,44,
global_routing,grt_pass1_vias,41551,
yosys,yosysTopAreaCell,edfxtp_1,
yosys,yosysSeqAreaShare,77.5,%
final_layout,fill_cells,16163,
yosys,synth_flops,2056,
floorplanning,fp_util,40.3,%
run,warning_count,35,
yosys,yosysCellCount,3733,
yosys,top_cell_area_share,77.5,%
pwr,p_per_area,288,mW/mm^2
floorplanning,rows,163,
cts,cts-hold-fix-buffers,0,
yosys,synth_area,0.0796,sq mm
floorplanning,die_height,448,um
pwr,ir_drop,219,uV
drt,vias,38105,
sta,maxSlewViolCount,0,
worst_setup_path,crit_chain,buf_8 -> buf_4 -> or2b_1 -> buf_4 -> o221ai_1 -> o22ai_1 -> nor3_1 -> nor4_1 -> nor4_1,
worst_setup_path,worstPathRequired,7.45,ns
place,hpwl,121000,um
place,placed_cells,6332,
sta,fmax,225,MHz
sta,worst-slew-pin-transition,1.09,ns
worst_setup_path,critPathBufInv,3,
yosys,yosysUniqueCellTypes,54,
cts,cts_tree,yes,
floorplanning,die_w,448,um
yosys,synthArstFlopShare,0,%
run,cap_violations,0,
drt,post_drt_wl_per_cell,29.6,um
sta,rsz0062_at_grt,false,
sta,setup_viol_count_final,0,
[how the worst min path moves through the flow]
| stage | start | endpoint | slack, ns | depth (start not counted) |
|---|---|---|---|---|
| final | data_in_a[6] | mem[162][6] | 0.97 | 1 |
| after global routing | data_in_a[6] | mem[162][6] | 0.94 | 1 |
| after CTS | data_in_a[6] | mem[162][6] | 0.92 | 1 |
[area by class of cell]
type / count / area, sq um / share of cell area [%]
clock inverters: 132 / 1300 / 1.44
multi-input cells: 1442 / 16500 / 18.4
diodes: 6 / 15.0 / 0.0167
inverters: 2 / 7.51 / 0.00835
flip-flops and latches: 2056 / 61700 / 68.7
well taps: 2640 / 3300 / 3.68
clock buffers: 248 / 5310 / 5.91
repair buffers: 193 / 1690 / 1.88
[placed cells by master (no fill, tap or decap), types with 4 or more instances in the layout]
master              n
mux2i_1           134
buf_4             150
a21oi_1            96
a211oi_1           16
clkbuf_1           42
nand2_1            33
bufinv_16          19
nor2b_1            28
o22ai_1            28
clkinv_8            5
nor4_2              5
diode_2             6
edfxtp_1         2056
clkinv_2           46
mux4_2            454
o32ai_1             4
a22oi_1           133
nand3_1            34
or2_2               4
a22o_1              8
nor2_1            279
o22a_1              5
a221oi_1           13
buf_12             10
clkdlybuf4s50_1    20
clkbuf_16         206
nor4_1             22
o221ai_1           46
inv_16              4
clkinvlp_4          5
buf_8              10
clkinv_1           48
and2_1              5
o21ai_0            10
nor3_1             22
o211ai_1           10
nand4_1            10
nand2b_1            8
[state kept, by name, indices dropped and copies added (netlist names)]
| name | count |
|---|---|
| data_out_b | 8 |
| mem | 2048 |
[worst reg2reg max path: cells and delay by family (launching register included)]
family           cells  cell delay (ns)
DFF                  1             0.37
and+or+nand+nor      3             1.19
muxes                2             1.02
[synth_stat cells (16+ instances only)]
master,number
nor2_1,282
a22oi_1,133
nor3_1,22
nand3_1,34
nor2b_1,31
a21oi_1,96
clkbuf_1,111
mux4_2,454
buf_6,21
nand2_1,33
mux2i_1,134
buf_4,27
o221ai_1,46
edfxtp_1,2056
buf_2,31
buf_1,22
a211oi_1,16
nor4_1,24
o22ai_1,28
[through the flow]
step	utilization (%)	power [W]	cell area, sq um	setup slack [ns]
3_5_place_dp	42.1	0.0153	83200	1.37
4_1_cts	45.5	0.0261	89800	2.27
6_report	45.5	0.0259	89900	2.46
3_3_place_gp	42.1	0.0153	83200	1.36
5_1_grt	45.5	0.0267	89900	2.25
2_1_floorplan	-	0.0147	79600	3.44
[kinds of logic after synthesis]
group | after synthesis | share of synthesized area, %
muxes | 591 | 14.6
DFF | 2056 | 77.5
and+or+nand+nor | 466 | 2.63
AOI/OAI and AO/OA | 385 | 3.42
buffers and inverters | 235 | 1.83
[power breakdown]
group | leakage, nW | switching (W) | total (W) | internal, W
sequential | 18.5 | 0.0000196 | 0.0138 | 0.0138
combinational | 5.79 | 0.000811 | 0.00123 | 0.000419
clock | 3.24 | 0.00468 | 0.0109 | 0.00621
[layer usage]
layer / part of all wire, % / vias to the layer above / wire length (um) / track usage, %
met1: 34 / 19677 / 67200 / 28.3
met2: 49 / 2034 / 96800 / 33.0
met5: 0.072 / - / 143 / 0.409
met3: 15 / 300 / 29500 / 14.4
met4: 2.7 / 8 / 5420 / 5.12
li1: - / 16086 / - / -
Power is estimated from default activity; no workload was simulated.
